<file path="design/flow/run.sh">
#!/bin/bash
# OpenROAD 26Q1-2900-gdf79404cd8, Yosys 0.63+post, stock flow scripts
make -C /OpenROAD-flow-scripts/flow DESIGN_CONFIG=/design/flow/config.mk WORK_HOME=/design/flow/orfs finish
</file>
<file path="design/flow/config.mk">
export PLATFORM = sky130hd
export DESIGN_NAME = in
export DESIGN_NICKNAME = in
export VERILOG_FILES = /design/flow/design.v
export SDC_FILE = /design/flow/constraint.sdc
export NUM_CORES = 4
export LEC_CHECK = 1
export CORE_UTILIZATION = 30
</file>
<file path="design/flow/constraint.sdc">
current_design in

set clk_period 6.0
set clk_io_pct 0.2

create_clock -name clk0 -period $clk_period [get_ports {clk}]

set non_clock_inputs [all_inputs -no_clocks]
set_input_delay [expr $clk_period * $clk_io_pct] -clock clk0 $non_clock_inputs
set_output_delay [expr $clk_period * $clk_io_pct] -clock clk0 [all_outputs]
</file>
<file path="design/flow/design.v">
`timescale 1ns / 1ps
module debounce(
    input      clk,
    input      in,
    output     out
);
	reg [19:0] ctr_d;
	reg [19:0] ctr_q;
	reg [1:0]  sync_d;
	reg [1:0]  sync_q;
	assign out = ctr_q == {20{1'b1}};
	always @(*)
	begin
		sync_d[0] = in;
		sync_d[1] = sync_q[0];
		ctr_d     = ctr_q + 1'b1;
		if (ctr_q == {20{1'b1}})
		begin
			ctr_d = ctr_q;
		end
		if (!sync_q[1])
		begin
			ctr_d = 20'd0;
		end
	end
	always @(posedge clk)
	begin
		ctr_q  <= ctr_d;
		sync_q <= sync_d;
	end
endmodule
`timescale 1ns / 1ps
module in (
    input        clk,
    input  [3:0] extaddr,
    input  [7:0] extdata,
    input        extrun,
    input        extload,
    input        extauto,
    input        extstep,
    input        extclear,
    input        extstart,
    input        nHLT,
    inout [3:0] ABUS,
    inout [7:0] DBUS,
    output       nWE,
    output       CS,
    output       CLR,
    output       nCLR,
    output       CLK,
    output       nCLK,
    output       run  
);
    reg         creg             = 1'b0;
    reg  [24:0] ccnt             = 25'd0;
    reg         start            = 1'b0;
    reg         sprev            = 1'b0;
    debounce stepclean (clk, extstep,  step);
    debounce startclean(clk, extstart, startc);
    assign load                  = extload;
    assign CLR                   = extclear;
    assign nCLR                  = ~extclear;
    assign run                   = extrun;
    assign auto                  = extauto;
    assign CLK                   = (run && !auto) ? step : (run && auto) ? creg :  1'b0;
    assign nCLK                  = ~CLK;
    assign {ABUS, DBUS, nWE, CS} = (!run) ? {extaddr, extdata, ~load, load} : {4'bzzzz, 8'bzzzz_zzzz, 1'bz, 1'bz};
    always @(posedge clk or posedge CLR)
    begin
        if(CLR)
        begin
            start <= 1'b0;
            sprev <= 1'b0;
            ccnt  <= 3'b000;
            creg  <= 1'b0;
        end
        else
        begin
            if(!nHLT)
            begin
                creg <= 1'b0;
            end
            else if(run && auto)
            begin
                if(start)
                begin
                    {ccnt, creg} <= (ccnt == 25'd24_999_999) ? {25'd0, ~creg} : { ccnt + 1'b1, creg};
                end
                if(startc)
                begin
                    if(!sprev)
                    begin
                        sprev <= 1'b1;
                        start <= ~start;
                    end
                end
                else
                begin
                    if(sprev)
                    begin
                        sprev <= 1'b0;
                    end
                end
            end
        end
    end
endmodule
</file>
==> results.txt <==
This note records the results obtained with Yosys and OpenROAD.

STA
The routed design could run at a clock period as short as 3.855 ns. The final-report max-slew violation count is 0. The count of final hold-check violations is 0.

The clock arrives with 0.007753 ns of skew. The part of the cycle the worst path needs is 0.6425. Adding up every negative setup slack in the final design gives 0 ns. The worst setup slack after layout is between 2 and 2.5 ns. Setup repair after global routing left no endpoint under its margin. Per the slew report, the remaining headroom to the max-slew limit stands at 0.4158.

The transition time recorded at the tightest slew-check pin is 0.8696 ns. The count of endpoints failing setup in the final report is 0. For this run, the top clock speed supported by timing is 0.2594 GHz.

Final layout
Per the run report, area growth between synthesis and finish was 12.85%. The layout summary lists the proportion of cells stronger than drive strength 1 as 0.06265. The layout has 1,222 filler cells.

Pwr
The maximum vdd ir drop is between 0.1 and 0.15 mV. The power per unit of standard cell area is 241.0 nW/µm². In this run the static leakage power is 1.491 nW.

Drt
For this run, the detailed router reports a per-instance via density of approximately 5.2. The average wire per cell in the routed design is 12.48 µm. The violation count after the first detailed-routing iteration is 178. The count of nets left with antenna violations once routing finished came out at 0. For this block, the via count after detailed routing is roughly 3,100. The DRC violation total left in the routed layout is recorded as 0. The antenna cell count is 0. In the post-route report, total wirelength is listed as between 7 and 8 mm. The first detailed-routing pass took 4 iterations.

Synthesis
The total standard cell area after synthesis is between 3000 and 4000 µm². In the Yosys stats the netlist draws on around 48 distinct library cells. The cell type contributing the most total cell area after synthesis is sky130_fd_sc_hd__dfxtp_1. In this run, synthesis produced a sequential element count of 72.

The dominant register cell in the synthesized netlist is sky130_fd_sc_hd__dfxtp_1. Yosys mapped a number of flops with a built-in enable equal to 0. The main area contributors are sky130_fd_sc_hd__dfxtp_1 (24%), sky130_fd_sc_hd__dfrtp_1 (19%), sky130_fd_sc_hd__nand3_1 (4.3%). Of the synthesized area, sequential elements account for 0.4220.

A synthesized cell averages 8.817 µm². The share of synthesized area in the top cell type comes to 0.2351. After technology mapping, the gate count stands at ~430.

For this design, Yosys synthesis ends with a cell count of 425. The proportion of register bits with asynchronous set or reset after synthesis is 0.3889. Warnings reported by Yosys during synthesis add up to 10. Yosys reports a chip area of 3747 µm².

Min path
STA reports the tightest min-delay check as being of type flop to flop.

Placed design
STA on the placed design reports a worst setup slack of 2.189 ns. The global placement routability congestion is 0.8150. The number of buffer cells added on primary ports is 14. The HPWL after detailed placement is 4.997 mm.

Global routing
The initial antenna violation count is 0. The global-route track usage on met3 is 0.02707. The overall track demand over capacity in global routing is 0.1250. The largest net degree at the start of global routing is 30. The via count of the first global-routing pass is 2,866.

For this run, global-route usage on met1 was measured as 0.1896. After global routing, the most crowded layer is met2. The global-route wire length before repair is roughly 13 mm. The final global-route overflow total is 0.

The global routing usage on met2 is 0.1902.

Run
The warning total across the stage logs is 25. Max-cap violations in this run came to 0.

CTS
Hold repair after CTS inserted 0 buffers. The number of buffers created by CTS is 9. No sink is reached through more buffers than the 2 on the longest clock path. The TritonCTS clock tree is done. Gates resized during post-CTS repair numbered 0.

The clock transition at the registers of the reported paths is around 0.06 ns. As reported, the later end of the worst-skew pair has a clock insertion delay of 0.33 ns. The post-CTS repair timing setup buffer count is 0. The clock root buffer is sky130_fd_sc_hd__clkbuf_16. The clock net sink count is between 70 and 80. The H-tree was split into 3 levels.

Worst setup path
The critical path endpoint has a required time of approximately 4.8 ns. Data arrives at the worst endpoint at 2.65 ns. The worst setup path is captured at an output pin.

The class of the most critical setup path is flop to output pin. In this run the worst setup path terminates at nCLK. The launch point of the critical path was reported as stepclean.ctr_q[0]$_SDFFE_PN0N_. The element type at the critical path start is a flop.

The report shows a maximum critical-path fanout of 8. For the worst reg-to-reg path, the startpoint reported by OpenROAD is start$_DFFE_PP0P_. The capture point of the worst register-to-register path is recorded as ccnt[21]$_DFFE_PP0P_. STA shows the worst reg2reg path with a cell count of 4. The reg-to-reg setup timing slack is approximately 3.6 ns.

Status
The flow ran to the end, and the final reports show no timing, DRC or antenna violations.

Floorplanning
Per the OpenROAD floorplan log, the height of the die is 113.8 µm. The die outline width is 113.8 µm. The overall die size recorded for this design is roughly 13,000 µm². The share of the core area taken by cells at floorplan is 0.3094. In this run the count of I/O pins placed on the die edge is 39. The core region is roughly 12,000 µm². The site row count is 40.
-- placed cells by master (no fill, tap or decap), types with 2 or more instances in the layout --
cell	Yosys	final
sky130_fd_sc_hd__a2111oi_0	2	2
sky130_fd_sc_hd__a211oi_1	5	5
sky130_fd_sc_hd__a21boi_0	2	2
sky130_fd_sc_hd__a21oi_1	29	29
sky130_fd_sc_hd__a31oi_1	6	6
sky130_fd_sc_hd__and3_1	10	10
sky130_fd_sc_hd__and4_1	10	10
sky130_fd_sc_hd__buf_4	15	3
sky130_fd_sc_hd__clkbuf_16	0	9
sky130_fd_sc_hd__clkdlybuf4s50_1	0	14
sky130_fd_sc_hd__clkinvlp_4	0	3
sky130_fd_sc_hd__dfrtp_1	28	28
sky130_fd_sc_hd__dfxtp_1	44	44
sky130_fd_sc_hd__ha_1	3	3
sky130_fd_sc_hd__inv_1	10	10
sky130_fd_sc_hd__inv_6	0	3
sky130_fd_sc_hd__mux2i_1	13	13
sky130_fd_sc_hd__nand2_1	42	42
sky130_fd_sc_hd__nand2b_1	14	14
sky130_fd_sc_hd__nand3_1	32	32
sky130_fd_sc_hd__nand3b_1	2	2
sky130_fd_sc_hd__nand4_1	21	21
sky130_fd_sc_hd__nor2_1	14	14
sky130_fd_sc_hd__nor3_1	16	16
sky130_fd_sc_hd__nor3b_1	2	2
sky130_fd_sc_hd__nor4_1	2	2
sky130_fd_sc_hd__nor4_2	2	2
sky130_fd_sc_hd__nor4b_1	2	2
sky130_fd_sc_hd__nor4bb_1	2	2
sky130_fd_sc_hd__o211a_1	2	2
sky130_fd_sc_hd__o21ai_0	16	16
sky130_fd_sc_hd__o31ai_1	13	13
sky130_fd_sc_hd__or2_2	3	3
sky130_fd_sc_hd__or3_1	12	12
sky130_fd_sc_hd__or4_1	13	13
sky130_fd_sc_hd__or4_4	2	2
sky130_fd_sc_hd__xnor2_1	6	6
sky130_fd_sc_hd__xor2_1	7	7
-- cell usage after synthesis, types with 12 or more instances --
master,number
sky130_fd_sc_hd__or3_1,12
sky130_fd_sc_hd__nand4_1,21
sky130_fd_sc_hd__a21oi_1,29
sky130_fd_sc_hd__or4_1,13
sky130_fd_sc_hd__nor2_1,14
sky130_fd_sc_hd__nor3_1,16
sky130_fd_sc_hd__nand2_1,42
sky130_fd_sc_hd__o21ai_0,16
sky130_fd_sc_hd__o31ai_1,13
sky130_fd_sc_hd__buf_4,15
sky130_fd_sc_hd__dfxtp_1,44
sky130_fd_sc_hd__nand2b_1,14
sky130_fd_sc_hd__nand3_1,32
sky130_fd_sc_hd__mux2i_1,13
sky130_fd_sc_hd__dfrtp_1,28
-- cells by family after synthesis --
group / after synthesis / share of synthesized area
multiplexers: 13 / 0.03472
XOR/XNOR: 13 / 0.03038
buffers and inverters: 38 / 0.05643
flip-flops: 72 / 0.4220
AND-OR/OR-AND: 82 / 0.1362
AND/OR/NAND/NOR: 204 / 0.3102
adder cells (fa/ha/maj): 3 / 0.01002
-- flip-flops by register name, indices dropped and copies added, names as in the netlist --
register / count
startclean.sync_q: 2
stepclean.sync_q: 2
creg: 1
startclean.ctr_q: 20
start: 1
stepclean.ctr_q: 20
sprev: 1
ccnt: 25
-- report_power, final --
part / total (mW) / leakage, nW / switching [mW] / internal [mW]
sequential: 0.494 / 0.748 / 0.00787 / 0.486
combinational: 0.0263 / 0.613 / 0.0134 / 0.0128
clock: 0.499 / 0.129 / 0.216 / 0.283
total: 1.02 / 1.49 / 0.237 / 0.782
-- worst min-delay path by stage --
stage | start | end | depth (start not counted)
finish | startclean.sync_q[0]$_DFF_P_ | startclean.sync_q[1]$_DFF_P_ | 0
global route | startclean.sync_q[0]$_DFF_P_ | startclean.sync_q[1]$_DFF_P_ | 0
CTS | startclean.sync_q[0]$_DFF_P_ | startclean.sync_q[1]$_DFF_P_ | 0
-- per-stage QoR --
step	cell area, µm²	std cells	power [mW]	hold WS (ns)	util
after floorplan	3747	425	0.5218	0.3096	-
after global placement	3950	583	0.5293	0.3120	0.3261
after detailed placement	3950	583	0.5300	0.3174	0.3261
after CTS	4229	599	1.035	0.3312	0.3492
after global routing	4229	599	1.057	0.3441	0.3492
final	4229	599	1.019	0.3269	0.3492
-- final cells by class --
cell class / instances / area (µm²) / area share
timing repair buffer: 17 / 162.7 / 0.03846
multi-input combinational: 315 / 1954 / 0.4621
tap: 168 / 210.2 / 0.04970
clock inverter: 7 / 53.80 / 0.01272
clock buffer: 9 / 225.2 / 0.05325
inverter: 11 / 41.29 / 0.009763
sequential: 72 / 1582 / 0.3740
-- worst max-delay path, stage by stage (launching register included) --
cell	delay (ns)
sky130_fd_sc_hd__dfxtp_1	0.43
sky130_fd_sc_hd__ha_1	0.33
sky130_fd_sc_hd__nand3_1	0.18
sky130_fd_sc_hd__nor2_1	0.32
sky130_fd_sc_hd__nand2_1	0.29
sky130_fd_sc_hd__o31a_1	0.36
sky130_fd_sc_hd__clkdlybuf4s50_1	0.41
-- routing by layer --
layer  share of wire  vias to the layer above
li1                -                     1590
met1            0.52                     1451
met2            0.43                       48
met3           0.037                       11
met4           0.015                        0
met5               0                        -
Power figures rest on the tool's default switching activity, not on a simulated workload.
