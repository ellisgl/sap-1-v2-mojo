[flow/config.mk]
export PLATFORM = sky130hd
export DESIGN_NAME = sevseg
export DESIGN_NICKNAME = sevseg
export VERILOG_FILES = /design/flow/design.v
export SDC_FILE = /design/flow/constraint.sdc
export NUM_CORES = 4
export LEC_CHECK = 1
export CORE_UTILIZATION = 30
[flow/constraint.sdc]
current_design sevseg

set clk_period 2.7
set clk_io_pct 0.2

create_clock -name clk0 -period $clk_period [get_ports {clk}]

set non_clock_inputs [all_inputs -no_clocks]
set_input_delay [expr $clk_period * $clk_io_pct] -clock clk0 $non_clock_inputs
set_output_delay [expr $clk_period * $clk_io_pct] -clock clk0 [all_outputs]
[flow/design.v]
module sevseg(
    input        clk,
    input        CLR,
    input  [7:0] OBUS,
    output [6:0] ss,
    output       an0,
    output       an1
);
    reg [12:0] sscnt;
    reg [6:0]  ssreg;
    reg [3:0]  sstmp;
    reg        aclk;
    reg [3:0]  stmp;
    assign ss        = ssreg;
    assign an0       = aclk;
    assign an1       = ~aclk;
    initial
    begin
        sscnt <= 16'b0;
        ssreg <= 7'b0111111;
        sstmp <= 4'b0;
        aclk  <= 1'b0;
        stmp  <= 1'b0;
    end
    always @(posedge clk or posedge CLR)
    begin
        if (CLR)
        begin
            sscnt <= 16'b0;
            ssreg <= 7'b0111111;
            sstmp <= 4'b0;
            aclk  <= 1'b0;
            stmp  <= 1'b0;
        end
        else
        begin
            if(sscnt == 4999)
            begin
                sstmp <= (aclk) ? {OBUS[3], OBUS[2], OBUS[1], OBUS[0]} : {OBUS[7], OBUS[6], OBUS[5], OBUS[4]};
                case(sstmp)
                    4'h0:
                    begin
                      ssreg <= 7'b1000000;
                    end
                    4'h1:
                    begin
                      ssreg <= 7'b1111001;
                    end
                    4'h2:
                    begin
                      ssreg <= 7'b0100100;
                    end
                    4'h3:
                    begin
                      ssreg <= 7'b0110000;
                    end
                    4'h4:
                    begin
                      ssreg <= 7'b0011001;
                    end
                    4'h5:
                    begin
                      ssreg <= 7'b0010010;
                    end
                    4'h6:
                    begin
                      ssreg <= 7'b0000010;
                    end
                    4'h7:
                    begin
                      ssreg <= 7'b1111000;
                    end
                    4'h8:
                    begin
                      ssreg <= 7'b0000000;
                    end
                    4'h9:
                    begin
                      ssreg <= 7'b0011000;
                    end
                    4'ha:
                    begin
                      ssreg <= 7'b0001000;
                    end
                    4'hb:
                    begin
                      ssreg <= 7'b0000011;
                    end
                    4'hc:
                    begin
                      ssreg <= 7'b1000110;
                    end
                    4'hd:
                    begin
                      ssreg <= 7'b0100001;
                    end
                    4'he:
                    begin
                      ssreg <= 7'b0000110;
                    end
                    4'hf:
                    begin
                      ssreg <= 7'b0001110;
                    end
                    default:
                    begin
                      ssreg <= 7'b0111111;
                    end
                endcase
                aclk  <= ~aclk;
            end
            else
            begin
                sstmp <= sstmp;
                ssreg <= ssreg;
            end
            sscnt <= (sscnt == 13'd4999) ? 13'd0 : sscnt + 1'd1;
        end
    end
endmodule
[flow/run.sh]
#!/bin/bash
# OpenROAD 26Q1-2900-gdf79404cd8, Yosys 0.63+post, stock flow scripts
make -C /OpenROAD-flow-scripts/flow DESIGN_CONFIG=/design/flow/config.mk WORK_HOME=/design/flow/orfs finish
==> notes.md <==
run results: number of port buffers=18, Worst-Margin Slew=0.5128 ns, via count=1,036, Top delay family on crit path=simple AND/OR/NAND/NOR gates, clock transition at the registers of the reported paths=0.09 ns, dpl hpwl=1846 um, status=complete, no violations, Req. time, crit path=2.90 ns, Ant. Diodes=0, crit share post-route=71.25%, die area=4991 um^2, slowest stage cell, crit path=and4_1, core area=4444 um^2, Critical Path Max Stage Delay=0.53 ns, post-synthesis area per instance=10.79 um^2, drt drc=0, worst hold endpoint=sscnt[0], Clk Latency, worst-skew pair=0.27 ns, number of gates resized after CTS=0, GRT Total Usage=11.35%, Synth warnings=1, worst hold path stage count=1, Post-synth EDFFs=0, Synth Instances=131, dpl cells=198, Commonest Layout Cell=dfrtp_1, Yosys reg bits=25, Sink Count=25, vias per std cell=5.129, floorplan core density=31.81%, CTS tree=done, Leak=0.7323 nW, final core utilization=38.32%, non-filler cells, final=202, Die Ht=70.65 um, initial antenna violation count=0, cell area power density=366.2 nW/um^2, Syn-to-layout area delta=20.44%, WHS=0.5005 ns, CP cell instances=nor4b_1 > and4_1 > mux2_2, Post-synth seq share=44.78%, r2r setup slk=0.78 ns, Chip Area, Yosys=1414 um^2, max-cap check violation count=0, fin crit period=1.924 ns, hold path startpoint=sscnt[0], Worst Path Buf+Inv=0, Top Ports=19, RSZ-0062 raised after global routing=no, setup TNS=0 ns, DRT Pass-1 Iters=20, Log Warnings=29, FF-to-FF Start=sscnt[5], ys async rst share=100.0%, largest net degree at the start of global routing=26, RD Place Congestion=0.8008, Detailed Route WL=2599 um, Hold Vio Cnt, Final=0, CTS hold repair buffers=0, ys flop type=dfrtp_1, CTS Buf Count=3, skew final=0.003181 ns, Wirelength per Cell=12.87 um, Max-area cell share=33.63%, Final Setup Violations=0, reg2reg end=ssreg[0], number of global-route vias before repair=1,044, Max clock buf depth=2, synthesized cell area=1414 um^2, Hold Path Class=register to register, CP endpoint kind=register, cell count in the Yosys report=131, R2R depth=3, H-tree levels=1, Slew HR=65.81%, top cells, area=dfrtp_1 34%, dfstp_2 11%, mux2i_1 5.7%, ha_1 5.3%, mux2_4 5.3%, Antenna Nets Post-Route=0, GR Overflow Total=0, die width=70.65 um, Max Clk Rate=519.8 MHz, Startpoint Class=register, Root Driver=clkbuf_8, most frequent cells in the layout=19 x dfrtp_1, 18 x clkdlybuf4s50_1, 9 x nor2_1, 8 x mux2i_1, Cell Type Count=42, setup repair bufs after CTS=0, share of layout cells above drive strength 1=14.67%, crit-path max FO=10, Synth area leader=dfrtp_1, critical path type=register to register, Starting DRT DRC Count=67, Critical Path AT=2.12 ns, Slew Limit Fails=0, Peak VDD IR=0.3163 mV, global-route wire length before repair=4464 um, Cell Rows=24
[cells in the mapped netlist (3+ instances only)]
library cell,instances
a21oi_1,3
a31oi_1,3
clkbuf_1,3
dfrtp_1,19
dfstp_2,6
ha_1,6
inv_1,7
mux2_4,5
mux2i_1,8
nand2_1,7
nand3_1,5
nand4_1,3
nor2_1,9
o21ai_0,4
xor2_1,7
[sequential cells by signal, indices dropped and copies added, names as in the netlist]
signal  count
ssreg       7
sscnt      13
sstmp       4
aclk        1
[metal layers]
layer / track usage (%) / share of wire, % / vias up / wire length [um]
li1: - / - / 508 / -
met1: 15.13 / 49 / 495 / 1269
met2: 18.02 / 44 / 33 / 1156
met3: 5.202 / 6.7 / 0 / 173
met4: 1.333 / 0 / 0 / 0
met5: 0 / 0 / - / 0
[area by class of cell]
type,instances,area (um^2)
timing repair buffer,20,195.2
multi-input combinational,94,734.5
clock buffer,3,41.29
sequential,25,633.1
clock inverter,1,7.507
inverter,7,26.28
fill,416,2741
tap,52,65.06
[how the worst max path moves through the flow]
stage	startpoint	endpoint	slack (ns)	cells after the start
4_1_cts	sscnt[5]	ssreg[0]	0.76	3
5_1_grt	sscnt[5]	ssreg[0]	0.64	3
6_report	sscnt[5]	ssreg[0]	0.78	3
[logic make-up after synthesis]
| family | count (synthesis) | share of synthesized area, % |
|---|---|---|
| simple gates | 44 | 18.50 |
| flops | 25 | 44.78 |
| compound gates | 20 | 10.00 |
| mux | 15 | 12.57 |
| buf+inv | 12 | 3.274 |
| xor+xnor | 9 | 5.576 |
| fa+ha+maj | 6 | 5.310 |
[where the power goes]
group | internal, mW | total, mW | switching, mW
Combinational | 0.0137 | 0.0231 | 0.00939
Sequential | 0.375 | 0.375 | 0
Clock | 0.104 | 0.226 | 0.121
[metrics by stage]
step	total power [mW]	cell area [um^2]	setup WS [ns]
2_1_floorplan	0.3892	1414	0.9308
3_3_place_gp	0.4052	1654	0.8562
3_5_place_dp	0.4057	1654	0.8112
4_1_cts	0.6382	1703	0.7624
5_1_grt	0.6534	1703	0.6411
6_report	0.6236	1703	0.7763
Power and IR drop assume default switching activity.
