$ cat ./run.sh
#!/bin/bash
# OpenROAD 26Q1-2900-gdf79404cd8, Yosys 0.63+post, stock flow scripts
make -C /OpenROAD-flow-scripts/flow DESIGN_CONFIG=/design/flow/config.mk WORK_HOME=/design/flow/orfs finish
$ cat ./config.mk
export PLATFORM = sky130hd
export DESIGN_NAME = mem
export DESIGN_NICKNAME = mem
export VERILOG_FILES = /design/flow/design.v
export SDC_FILE = /design/flow/constraint.sdc
export NUM_CORES = 4
export LEC_CHECK = 1
export CORE_UTILIZATION = 50
$ cat ./constraint.sdc
current_design mem

set clk_period 2.7
set clk_io_pct 0.2

create_clock -name clk0 -period $clk_period

set non_clock_inputs [all_inputs -no_clocks]
set_input_delay [expr $clk_period * $clk_io_pct] -clock clk0 $non_clock_inputs
set_output_delay [expr $clk_period * $clk_io_pct] -clock clk0 [all_outputs]
$ cat ./design.v
`timescale 1ns / 1ps
module mem (
    input      [3:0] ABUS,  
    input            nWE,   
    input            nCE,   
    input            CS,    
    inout      [7:0] DBUS,  
    output     [3:0] ma,
    output     [7:0] md
);
    reg [7:0] ram [0:15];  
    reg [4:0] addr;
    reg [7:0] out;
    initial
    begin
        ram[0]  = 8'b0000_0000;
        ram[1]  = 8'b0000_0000;
        ram[2]  = 8'b0000_0000;
        ram[3]  = 8'b0000_0000;
        ram[4]  = 8'b0000_0000;
        ram[5]  = 8'b0000_0000;
        ram[6]  = 8'b0000_0000;
        ram[7]  = 8'b0000_0000;
        ram[8]  = 8'b0000_0000;
        ram[9]  = 8'b0000_0000;
        ram[10] = 8'b0000_0000;
        ram[11] = 8'b0000_0000;
        ram[12] = 8'b0000_0000;
        ram[13] = 8'b0000_0000;
        ram[14] = 8'b0000_0000;
        ram[15] = 8'b0000_0000;
    end
    assign ma   = ABUS;
    assign md   = ram[ABUS];
    assign DBUS = (!nCE) ? out : 8'bzzzz_zzzz;
    always @(nWE or nCE or DBUS or ABUS)
    begin
        if(!nWE)
        begin
            ram[ABUS] <= DBUS;
        end
        else if(!nCE)
        begin
            out <= ram[ABUS];
        end
        else
        begin
        end
    end
endmodule
==> CHANGELOG.md <==
## Flow update

* Cells after synthesis at 352
* Placement Cell Area at 0.00382 mm2
* WP data arrival at 2.13 ns
* P_leak at 0.00193 uW
* Min Hold Slack at 1.57 ns
* Tool warnings at 34
* CP Max Fanout at 10
* DRC errors left at 0
* Pre-placement core utilization at 0.526
* Post-route non-filler standard cell count at 488
* Total die area at 0.00709 mm2
* Initial antenna violation count at 0
* Post-layout util at 0.663
* Most common logic cells in the final layout: dlxtn_1 (136), buf_4 (49), nand2_1 (27), a22oi_1 (18), nand3_1 (15)
* FP Rows at 29
* DP Cell Count at 465
* Critical Path RT at 2.16 ns
* Post-route ant nets at 0
* Post-Syn Area at 0.00338 mm2
* Yosys cell count at 352
* Max Freq at 374 MHz
* Die extent in x at 84.2 um
* Layout area overhead at 26.0%
* Mean area per synthesized cell at 9.59 um2
* Diode count at 0
* Largest stage delay, worst path at 0.36 ns
* Die Ht at 84.2 um
* Cts hold-fix bufs at 0
* Final RePlAce weighted congestion at 0.948
* Most frequent logic cell in the layout: dlxtn_1
* Type of origin of the critical path: primary input
* Layout cells sized above 1 at 0.277
* Final period util at 0.991
* Max Cap Viol at 0
* Synth warn at 131
* Max Slew Vio Count at 0
* Largest net degree at the start of global routing at 18
* Status: finished, final reports clean
* Synth flops at 136
* Buffers & Inverters on Critical Path at 3
* DR vias at 2838
* Hold Crit Class: in -> out
* Slowest CP cell: o32a_1
* YS chip area at 0.00338 mm2
* Pwr/cell area at 208 mW/mm2
* Tmin final at 2.67 ns
* Distinct lib cells at 33
* Iter 0 DRT Violations at 193
* I/O pin count at 27
* First-pass GRT wire length at 14.8 mm
* Tot Pwr at 886 uW
* VDD IR-drop max at 0.133 mV
* Port Buf Inserts at 18
* Slew @ Worst Pin at 0.624 ns
* Top cells by area: dlxtn_1 (60%), a22oi_1 (5.6%), mux2i_1 (3.6%), nand2_1 (3.2%), o21ai_0 (2.4%)
* Slew HR at 0.584
* Worst Setup End Kind: output port
* Crit path max-delay family: AND-OR/OR-AND gates
* CP Cell Sequence: buf_8, buf_6, nor2b_4, a22oi_1, o22ai_1, a211o_1, o32a_1, clkdlybuf4s15_1
* Routed Wire Length at 9.44 mm
* Vias/cell at 5.82
* Area leader, netlist: dlxtn_1
* Final setup violation count at 0
* Final Instance Area at 0.00426 mm2
* Register pins left without a clock at 136
* Grt total ovfl at 0
* Top cell area share at 0.604
* Crit Path Category: in -> out
* Number of unconstrained endpoints at 144
* Final HPWL DP at 6.58 mm
* Hold Vio Cnt, Final at 0
* Wirelength per Cell at 19.3 um
* Vias in the first global route at 2610
* Gr usage total at 0.287
* CORE AREA at 0.00642 mm2
* 1st-pass router iterations at 23
-- logic make-up (layout without fill, tap and decap cells) --
kind of cell,after synthesis,count (layout),synth area share
compound gates,88,88,0.183
simple gates,88,88,0.126
latches,136,136,0.604
buf+inv,28,87,0.0508
mux,12,12,0.0356
-- area by class of cell --
cell class | count | area, um2
Inverter | 4 | 18.8
Multi-Input combinational cell | 188 | 1350
Fill cell | 527 | 2170
Tap cell | 77 | 96.3
Sequential cell | 136 | 2040
Timing Repair inverter | 1 | 7.51
Timing Repair Buffer | 82 | 739
-- sequential cells by signal (all words and copies together) (netlist names) --
name and cells:
DBUS 8, ram 128
-- through the flow --
| stage | worst slack, ns | TNS (ns) |
|---|---|---|
| floorplan | 0.487 | 0 |
| global placement | -0.678 | -4.84 |
| detailed placement | -0.681 | -4.88 |
| finish | 0.0254 | 0 |
| global route | -0.00828 | -0.0160 |
| CTS | -0.0508 | -0.0508 |
-- worst paths after layout --
path                  endpoint  depth (start not counted)  slack (ns)  startpoint
worst min-delay path     ma[3]                          2        1.57     ABUS[3]
worst max-delay path     md[7]                          8        0.03     ABUS[3]
-- synthesized netlist by cell type --
cell type	instances
a21oi_1	11
buf_6	5
mux2i_1	12
a22o_1	1
nor2b_4	1
a22oi_1	25
nor2b_1	11
nand2_1	29
nor2_1	17
and2b_1	1
o22ai_1	8
a211oi_1	4
o221ai_1	3
buf_2	11
o21ai_0	16
and2_1	2
nor3b_2	1
or2_0	1
a32o_1	4
or2_2	1
o32a_1	3
inv_1	4
dlxtn_1	136
clkbuf_1	4
nand2b_1	5
a211o_1	3
o2bb2ai_1	4
buf_4	4
a32oi_1	3
nand3_1	15
a31oi_1	2
o32ai_1	1
nor3_1	4
-- where the power goes --
group          switching (uW)  total [uW]  internal, uW  leakage, uW
registers                 144         487           343      0.00108
logic                     192         399           207     0.000851
clock network               0           0             0            0
total                     336         886           549      0.00193
-- layer usage --
| layer | wire (um) | track usage | up-vias |
|---|---|---|---|
| met5 | 0 | 0 | - |
| met4 | 156 | 0.0376 | 0 |
| met3 | 865 | 0.0279 | 12 |
| met2 | 4230 | 0.440 | 125 |
| met1 | 4190 | 0.482 | 1352 |
| li1 | - | - | 1349 |
-- timing repair --
item,4_1_cts,5_1_grt
setup buffers,19,5
hold endpoints to repair,0,0
gates cloned,2,0
pin swaps,32,7
resized,97,11
setup endpoints to repair,8,5
Power is estimated from default activity; no workload was simulated.
